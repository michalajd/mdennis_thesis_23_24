===== design.v =====
package quickQ_pkg;
    typedef enum logic [2:0] {VR_DEF, VR_ENQ_COMPARE, VR_DEQ_SWAP, VR_LAST, VR_EMPTY, VR_CNT, VR_DEQ_RD} vrMode_t;
    typedef enum logic [1:0] {LO_NOP, LO_DEQ, LO_ENQ, LO_ERR} lastOp_t;    
endpackage
`timescale 1ns / 1ps
module  counter #(parameter W=4) (
    input logic clk, rst, enb,
    output logic [W-1:0] q
    );
    always_ff @(posedge clk)
        if (rst)      q <= '0;
        else if (enb) q <= q + 1;
endmodule: counter
`timescale 1ns / 1ps
module dec_3_8_n(
    input logic [2:0] a,
    output logic [7:0] y_n
    );
    logic [7:0] y;
    always_comb begin
        case (a)
            3'd0: y = 8'b00000001;
            3'd1: y = 8'b00000010;
            3'd2: y = 8'b00000100;
            3'd3: y = 8'b00001000;
            3'd4: y = 8'b00010000;
            3'd5: y = 8'b00100000;
            3'd6: y = 8'b01000000;
            3'd7: y = 8'b10000000;
            default: y = 4'b00000000;
        endcase
        y_n = ~y;
    end
endmodule: dec_3_8_n
`timescale 1ns / 1ps
module mux8 #(parameter W=1)
	         (input logic [W-1:0] d0, d1, d2, d3, d4, d5, d6, d7,
	          input logic [2:0] sel,
	          output logic [W-1:0] y);
   always_comb
     case (sel)
       3'd0 : y = d0;
       3'd1 : y = d1;
       3'd2 : y = d2;
       3'd3 : y = d3;
       3'd4 : y = d4;
       3'd5 : y = d5;
       3'd6 : y = d6;
       3'd7 : y = d7;
       default : y = '0;
      endcase  
endmodule: mux8
module period_enb(input logic clk, rst, clr, output logic enb_out);
    parameter PERIOD_MS = 1;    
    parameter PERIOD_US = PERIOD_MS * 1000;
    parameter PERIOD_NS = PERIOD_US * 1000;
    parameter CLKFREQ_MHZ = 100;   
    localparam CLKPD_NS = 1000 / CLKFREQ_MHZ;
    localparam PERIOD_COUNT_LIMIT = PERIOD_NS / CLKPD_NS;
    localparam PERIOD_COUNT_BITS = $clog2(PERIOD_COUNT_LIMIT);
    logic [PERIOD_COUNT_BITS-1:0] q;
    assign enb_out = (q == PERIOD_COUNT_LIMIT - 1);
    always_ff @(posedge clk)
        if (rst || clr || enb_out) q <= 0;
        else                       q <=  q + 1;
endmodule: period_enb
module sevenseg_ctl(
    input logic clk, rst,
    input logic [6:0] d7, d6, d5, d4, d3, d2, d1, d0,
    output logic [6:0] segs_n,
    output logic dp_n,
    output logic [7:0] an_n
    );
    logic enb, clr;
    logic [2:0] digit;   
    logic [6:0] muxd;
    assign clr = 1'b0;
    period_enb #(.PERIOD_MS(1)) U_ENB(.clk, .rst, .clr, .enb_out(enb));
    counter #(.W(3)) U_CT (.clk, .rst, .enb, .q(digit));
    dec_3_8_n U_DEC (.a(digit), .y_n(an_n));
    mux8 #(.W(7)) U_MUX8 (.sel(digit), .d0, .d1, .d2, .d3, .d4, .d5, .d6, .d7, .y(muxd));
    sevenseg_ext_n U_SSEG (.d(muxd), .segs_n, .dp_n);
endmodule
module sevenseg_ext_n(
		 input logic [6:0]  d,
		 output logic [6:0] segs_n,   
		 output logic dp_n
		 );
   logic blank, dp, dash;
   assign blank = d[6];
   assign dp = d[5];
   assign dash = d[4];
   assign dp_n = !(!blank && dp);
   always_comb begin
	   if (blank) segs_n = 7'b1111111;
	   else if (dash) segs_n = 7'b0111111;
	   else begin
		   case (d[3:0])      
			   4'd0: segs_n = 7'b1000000;
			   4'd1: segs_n = 7'b1111001;
			   4'd2: segs_n = 7'b0100100;
			   4'd3: segs_n = 7'b0110000;
			   4'd4: segs_n = 7'b0011001;
			   4'd5: segs_n = 7'b0010010;
			   4'd6: segs_n = 7'b0000010;
			   4'd7: segs_n = 7'b1111000;
			   4'd8: segs_n = 7'b0000000;
			   4'd9: segs_n = 7'b0010000;
			   4'd10: segs_n = 7'b0001000;   
			   4'd11: segs_n = 7'b0001100;   
			   4'd12: segs_n = 7'b1000110;   
			   4'd15: segs_n = 7'b0001110;   
			   default: segs_n = 7'b1111111;
		   endcase
	   end
   end
endmodule: sevenseg_ext_n

===== run.sh =====
#!/bin/bash
# OpenROAD 26Q1-2900-gdf79404cd8, Yosys 0.63+post, stock flow scripts
make -C /OpenROAD-flow-scripts/flow DESIGN_CONFIG=/design/flow/config.mk WORK_HOME=/design/flow/orfs finish

===== config.mk =====
export PLATFORM = sky130hd
export DESIGN_NAME = sevenseg_ctl
export DESIGN_NICKNAME = sevenseg_ctl
export VERILOG_FILES = /design/flow/design.v
export SDC_FILE = /design/flow/constraint.sdc
export NUM_CORES = 4
export LEC_CHECK = 1
export CORE_AREA = 10 10 103 103
export DIE_AREA = 0 0 113 113

===== constraint.sdc =====
current_design sevenseg_ctl

set clk_period 5.1
set clk_io_pct 0.2

create_clock -name clk0 -period $clk_period [get_ports {clk}]

set non_clock_inputs [all_inputs -no_clocks]
set_input_delay [expr $clk_period * $clk_io_pct] -clock clk0 $non_clock_inputs
set_output_delay [expr $clk_period * $clk_io_pct] -clock clk0 [all_outputs]

==> flow_metrics.tcl <==
# collected from the flow reports
set metrics [dict create \
    gr-total-overflow 0 \
    ys_sh_aoi_pct 21.6 \
    clk_path_buf_depth 2 \
    row_count 33 \
    p_per_area_nw_per_um2 153 \
    grt_pass1_vias 1874 \
    top_cells_by_area "dfxtp_1 27%, ha_1 8.0%, nor2_1 4.6%" \
    common_cells "28 x dfxtp_1, 25 x nor2_1, 19 x inv_1" \
    cts-root-buf "clkbuf_8" \
    core-area_sq_um 8300 \
    setup_ws_ns 0.281 \
    wire_per_inst_microns 15.2 \
    holdPathEnd "U_ENB.q[0]" \
    yosys.area.top_type_share_pct 27.4 \
    fp_util_pct 24.6 \
    ctsHtreeMaxLevel 1 \
    leakagePower_nw 1.07 \
    first_iter_violations 100 \
    xor_area_share_pct 6.00 \
    die_x_microns 113 \
    place.gp.congestion 0.834 \
    post-route-drc-count 0 \
    synth_area_sq_um 2040 \
    arrival_ns 3.80 \
    ys.warnings.count 5 \
    holdBufCountCts 0 \
    yosysSeqAreaShare_pct 27.4 \
    avgSynthCellArea_sq_um 8.58 \
    drive_gt1_share_pct 10.5 \
    firstDrtPassIters 4 \
    clock_sinks 28 \
    r2r_slack_ns 2.79 \
    cts_tree "done" \
    grt_antenna_before_repair 0 \
    final_hold_viol_count 0 \
    synth.largest_area_cell "dfxtp_1" \
    top_logic_kind "simple AND/OR/NAND/NOR gates" \
    min_period_over_period_pct 94.5 \
    rsz0062_at_grt "no" \
    cp-start-kind "register" \
    yosys_area_sq_um 2040 \
    crit_family "simple AND/OR/NAND/NOR gates" \
    portBuffers 73 \
    comb_area_sq_um 1330 \
    slew_headroom_pct 58.0 \
    layout.cells.non_filler 411 \
    ir_worst_vdd_v 0.000171 \
    syn_to_final_growth_pct 42.8 \
    path_depth 10 \
    cts_buffers 3 \
    regArea_sq_um 562 \
    synth_flops 28 \
    antenna_cells 0 \
    critical_path_class "register to output pin" \
    endpoint_kind "output pin" \
    fin_util_pct 35.2 \
    max_slew.worst_pin.slew_ns 0.630 \
    path_clk_slew_ns 0.09 \
    crit_path_frequent_cell "ha_1" \
    clk_latency_ns 0.27 \
    ant_nets 0 \
    hpwl_microns 5030 \
    min_from "U_ENB.q[0]" \
    worstPathRequired_ns 4.08 \
    timing.fmax_mhz 208 \
    crit_fanout 10 \
    fill_cells 855 \
    netlist-cell-type-count 47 \
    synth_cells 238 \
    io_pins 74 \
    edf_count 0 \
    ys_async_sr_fraction_pct 0 \
    flop_cell "dfxtp_1" \
    dp_cells 407 \
    fa_ha_area_share_pct 7.96 \
    min_path_cells 1 \
    post_cts_buffers 0 \
    grt_max_degree 17 \
    routed_wirelength_microns 6250 \
    rr_worst_depth 6 \
    timing.rr.start "U_ENB.q[0]" \
    die-area_sq_um 12800 \
    crit_buf_inv 2 \
    slew_viol_final 0 \
    die_h_microns 113 \
    yosysMostFrequentCell "dfxtp_1" \
    warnings 34 \
    grt.total_usage_pct 9.17 \
    fin_tns_setup_ns 0 \
    viasPerCell 4.74 \
    mux_share_pct 7.84 \
    pre_cts_ws_ns 0.370 \
    grt_pass1_wl_microns 9820 \
    fin_crit_ns 4.82 \
    max_cap_violations 0 \
    hold_path.class "register to register" \
    critical_path.cell_chain "ha_1 > ha_1 > or4_4 > or2_0 > buf_4 > a31oi_2 > ha_1 > nand2b_1 > o221ai_1 > clkdlybuf4s50_1" \
    status "complete, no violations" \
    reg2reg_to "U_DEC.y[6]" \
    setup_viol 0 \
    crit_path_max_incr_delay_ns 0.52 \
    ys_sh_simple_pct 21.7 \
    ys_cells 238 \
    finClkSkew_ns 0.00614 \
    crit_path_top_delay_cell "or4_4" \
    vias 1949 \
]
## cells in the final DEF (no fill, tap or decap), types with 5 or more instances in the layout
master           synthesis  layout
a21oi_1                 10      10
xnor2_1                  6       6
nand3_1                 10      10
dfxtp_1                 28      27
buf_4                    1       5
nand2_1                 10      10
clkdlybuf4s50_1          0      73
nor2_1                  25      25
nor3_1                   9       9
a221oi_1                 7       7
inv_1                   19      19
xor2_1                   8       8
mux2i_1                  7       7
a22o_1                   8       8
mux2_2                   8       8
ha_1                    13      13
## final cells by class
class / instances / share of cell area (%)
clock buffer: 4 / 1.89
timing repair buffer: 78 / 26.3
inverter: 19 / 2.44
tap: 105 / 4.50
multi-input combinational: 177 / 45.6
sequential: 28 / 19.3
## power by group
part / total [mW] / internal [mW] / switching (mW)
clock network: 0.133 / 0.0690 / 0.0638
registers: 0.222 / 0.220 / 0.00197
logic: 0.0902 / 0.0610 / 0.0292
total: 0.445 / 0.350 / 0.0950
## sequential cells by signal (all words and copies together), names as in the netlist
signal,count
U_DEC.y,8
U_CT.q,3
U_ENB.q,17
## cells by family after synthesis
family                   Yosys count
AND-OR/OR-AND                     51
flip-flops                        28
adder cells (fa/ha/maj)           13
XOR/XNOR                          14
AND/OR/NAND/NOR                   84
multiplexers                      15
buffers and inverters             33
## how the worst max path moves through the flow
| stage | slack (ns) | to | startpoint |
|---|---|---|---|
| after CTS | 0.20 | segs_n[5] | U_CT.q[0] |
| after global routing | 0.07 | segs_n[4] | U_CT.q[0] |
| final | 0.28 | segs_n[5] | U_CT.q[0] |
## repair_timing
action / CTS / global route
setup endpoints to repair: 0 / 2
endpoints found under the hold margin: 0 / 0
resized: 0 / 1
## layer usage
metal	track usage (%)	part of all wire (%)	vias to the layer above
met5	0	0	-
met2	14.1	40	82
met3	2.62	12	0
met1	13.3	48	874
li1	-	-	993
met4	0.169	0	0
## metrics by stage
stage	hold slack [ns]	power, mW	instance area [sq um]
after floorplan	0.430	0.259	2040
after global placement	0.442	0.317	2860
after detailed placement	0.451	0.317	2860
after CTS	0.473	0.450	2920
after global routing	0.522	0.466	2920
final	0.473	0.445	2920
## worst register-to-register path: stages, from the launching register on
cell and delay, ns:
dfxtp_1 0.38, ha_1 0.23, and4_1 0.29, and4_1 0.48, mux2_2 0.40, or2_2 0.33, a21oi_1 0.13
Power is estimated from default activity; no workload was simulated.
