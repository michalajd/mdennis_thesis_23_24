==> flow/design.v <==
package quickQ_pkg;
    typedef enum logic [2:0] {VR_DEF, VR_ENQ_COMPARE, VR_DEQ_SWAP, VR_LAST, VR_EMPTY, VR_CNT, VR_DEQ_RD} vrMode_t;
    typedef enum logic [1:0] {LO_NOP, LO_DEQ, LO_ENQ, LO_ERR} lastOp_t;    
endpackage
module mem_swsr
    #(parameter W=8, D=128, localparam DW=$clog2(D))
    (
    input logic clk,
    input logic we,
    input logic [DW-1:0] addr,
    input logic [W-1:0]  din,
    output logic [W-1:0] dout
    );
    logic [W-1:0] ram_array [D-1:0];
    logic [DW-1:0] addr_r;
    always_ff @(posedge clk) begin
        if (we) ram_array[addr] <= din;
    end
    always_ff @(posedge clk) begin
        addr_r <= addr;
    end
    assign dout = ram_array[addr_r];
endmodule
==> flow/run.sh <==
#!/bin/bash
# OpenROAD 26Q1-2900-gdf79404cd8, Yosys 0.63+post, stock flow scripts
make -C /OpenROAD-flow-scripts/flow DESIGN_CONFIG=/design/flow/config.mk WORK_HOME=/design/flow/orfs finish
==> flow/config.mk <==
export PLATFORM = sky130hd
export DESIGN_NAME = mem_swsr
export DESIGN_NICKNAME = mem_swsr
export VERILOG_FILES = /design/flow/design.v
export SDC_FILE = /design/flow/constraint.sdc
export NUM_CORES = 4
export LEC_CHECK = 1
export CORE_UTILIZATION = 40
==> flow/constraint.sdc <==
current_design mem_swsr

set clk_period 25.4
set clk_io_pct 0.2

create_clock -name clk0 -period $clk_period [get_ports {clk}]

set non_clock_inputs [all_inputs -no_clocks]
set_input_delay [expr $clk_period * $clk_io_pct] -clock clk0 $non_clock_inputs
set_output_delay [expr $clk_period * $clk_io_pct] -clock clk0 [all_outputs]
==> out/metrics.yaml <==
cts.hold.buffers_added: 0
report.final.setup_viol: 0
antennaDiodeCount: 0
first_pass_iters: 4
critical_path_data_arrival_time_ps: 5890
core_area_mm2: 0.0983
worst_slew_pin_slew_ps: 1020
critical_path.max_fanout: 51
routed_via_density: 5.56
layout.cells.most_common: "sky130_fd_sc_hd__edfxtp_1"
postCtsSetupBuffers: 0
ys.flops: 1031
grt.overflow.total: 0
clkSlewWorstSetupHoldPaths_ps: 60
final_replace_weighted_congestion: 0.847
slew_headroom: 0.317
synth-seq-area-share: 0.779
detail_routed_net_length_per_standard_cell_um: 28.0
cp-start-kind: "flip-flop"
path_delay_family: "buffers and inverters"
wirelength_mm: 87.6
peakVddDrop_v: 0.0000533
synth-warning-count: 1
post-route-drc-count: 0
max_reg_flops: 1024
netlist-cell-type-count: 17
die.size.x_um: 317
number_of_cells_in_yosys_stat: 1634
grt_antenna_before_repair: 4
cp.buffers_inverters: 4
place_hpwl_mm: 53.7
grt_first_pass_wirelength_mm: 131
global_route.usage.total: 0.201
cpPeakStageDelay_ps: 850
drive_gt1_frac: 0.318
critical_path.cell_chain: "buf_4, buf_4, buf_4, mux4_2, mux4_2, mux4_2, mux2_2, clkdlybuf4s50_1"
top_area_cell: "sky130_fd_sc_hd__edfxtp_1"
core_util_floorplan: 0.403
cts_root_buffer: "sky130_fd_sc_hd__clkbuf_16"
timing.final.max_slew_violations: 0
numClockSinks: 1031
worstSetupEndpointType: "output pin"
critical_path_required_ps: 20320
outcome: "complete, no violations"
tritoncts_clock_tree: "yes"
whs_ps: 4840
route.vias.total: 17400
worst_path_max_delay_cell: "sky130_fd_sc_hd__dfxtp_4"
topCellsByArea: "sky130_fd_sc_hd__edfxtp_1 78%, sky130_fd_sc_hd__mux4_2 19%, sky130_fd_sc_hd__nor2_1 1.2%"
clock.fmax_ghz: 0.0912
syn-instance-count: 1634
drt_first_iter_violations: 1223
final_min_period_over_clock_period: 0.432
ant_nets: 0
unrepaired_setup_endpoints_after_global_routing: "no"
number_of_buffers_created_by_cts: 103
synth_area_per_cell_um2: 24.3
height_of_the_chip_um: 317
ctsResizeCount: 0
finalWorstPathRequiredPeriod_ps: 10970
io_pins: 25
netlist.area_leader.share: 0.776
most-common-layout-cells: "1024 x sky130_fd_sc_hd__edfxtp_1, 336 x sky130_fd_sc_hd__mux4_2, 122 x sky130_fd_sc_hd__nor2_1, 105 x sky130_fd_sc_hd__clkbuf_16, 85 x sky130_fd_sc_hd__buf_4"
powerDensity_mw_per_mm2: 77.5
mappedNetlistArea_mm2: 0.0396
p_leak_nw: 13.7
io_buffers: 24
clk_path_buf_depth: 3
max_cap_violations: 0
first_global_vias: 19600
pin_count_of_the_biggest_net_entering_global_routing: 78
dieArea_mm2: 0.100
placement_rows: 115
timing.setup.tns_ps: 0
final-hold-violation-count: 0
openroad.warnings: 26
yosys-stat-area_mm2: 0.0396
htree_num_levels: 3
registers.top_by_ff_count: "ram_array"
synthesis_to_layout_area_growth_pct: 13.3
hp-class: "in2reg"
biggestRegsByFlops: "ram_array (1024)"
fin_util: 0.457
criticalPathCategory: "reg2out"
[cells by family after synthesis]
logic type,after synthesis,synth area share
DFF,1031,0.779
muxes,344,0.193
and+or+nand+nor,170,0.0176
buffers and inverters,89,0.0101
[area by class of cell]
class	count	area [µm²]
fill	7819	53300
clock buffer	120	2680
sequential	1031	30900
clock inverter	73	536
multi-input combinational	514	8350
tap	1287	1610
timing repair buffer	103	838
[synth_stat cells, drive strengths merged]
library cell  number
edfxtp          1024
mux4             336
nor2             122
buf               45
clkbuf            44
nand2             14
nand3             12
nor3               9
mux2               8
dfxtp              7
nor2b              7
nand4              3
nand2b             2
or3                1
[metal layers]
layer	share of wire	up-vias	track usage
li1	-	7280	-
met1	0.35	8941	0.266
met2	0.46	1052	0.279
met3	0.18	118	0.165
met4	0.019	8	0.0303
met5	0.00062	-	0
[path summary, 6_finish.rpt]
check / start / endpoint / slack, ps / cells past startpoint
worst max-delay path: flip-flop / dout[3] / 14430 / 8
worst min-delay path: din[3] / ram_array[79][3] / 4840 / 1
[through the flow]
stage	instance area, µm²	setup slack (ps)	instances	power, mW
floorplan	39600	17660	1634	2.01
global placement	41700	15120	2935	2.09
detailed placement	41700	15110	2935	2.09
CTS	44900	14380	3128	3.52
global route	44900	14150	3128	3.59
finish	44900	14430	3128	3.48
[where the power goes]
part           internal [mW]  total (mW)  switching, mW
sequential              1.88        1.88        0.00657
clock                  0.808        1.43          0.621
combinational         0.0710       0.168         0.0966
total                   2.76        3.48          0.724
Power figures rest on the tool's default switching activity, not on a simulated workload.
