==> flow/design.v <==
package quickQ_pkg;
    typedef enum logic [2:0] {VR_DEF, VR_ENQ_COMPARE, VR_DEQ_SWAP, VR_LAST, VR_EMPTY, VR_CNT, VR_DEQ_RD} vrMode_t;
    typedef enum logic [1:0] {LO_NOP, LO_DEQ, LO_ENQ, LO_ERR} lastOp_t;    
endpackage
`timescale 1ns / 1ps
module mem2p_sw_sr
    #(parameter W=8, D=128, localparam DW=$clog2(D))
    (
    input logic clk,
    input logic we1,
    input logic [DW-1:0] addr1,  
    input logic [W-1:0]  din1,
    input logic [DW-1:0] addr2,  
    output logic [W-1:0] dout2
    );
    logic [W-1:0] ram_array [D-1:0];
    logic [DW-1:0] addr2_r;
    always_ff @(posedge clk) begin
        if (we1) ram_array[addr1] <= din1;
    end
    always_ff @(posedge clk) begin
        addr2_r <= addr2;
    end
    assign dout2 = ram_array[addr2_r];
endmodule
==> flow/run.sh <==
#!/bin/bash
# OpenROAD 26Q1-2900-gdf79404cd8, Yosys 0.63+post, stock flow scripts
make -C /OpenROAD-flow-scripts/flow DESIGN_CONFIG=/design/flow/config.mk WORK_HOME=/design/flow/orfs finish
==> flow/config.mk <==
export PLATFORM = sky130hd
export DESIGN_NAME = mem2p_sw_sr
export DESIGN_NICKNAME = mem2p_sw_sr
export VERILOG_FILES = /design/flow/design.v
export SDC_FILE = /design/flow/constraint.sdc
export NUM_CORES = 4
export LEC_CHECK = 1
export CORE_UTILIZATION = 40
==> flow/constraint.sdc <==
current_design mem2p_sw_sr

set clk_period 20.4
set clk_io_pct 0.2

create_clock -name clk0 -period $clk_period [get_ports {clk}]

set non_clock_inputs [all_inputs -no_clocks]
set_input_delay [expr $clk_period * $clk_io_pct] -clock clk0 $non_clock_inputs
set_output_delay [expr $clk_period * $clk_io_pct] -clock clk0 [all_outputs]
==> run notes <==
flow finished, numbers: status completed, gr busiest metal met2, Hold Fails Final Rpt 0, Die Y around 320 um, core area about 100,000 um^2, Log Warnings 26, fraction of layout instances using a drive strength above 1 31.9%, setup TNS 0 ps, Final ANT Viol Nets 0, DRC 0, Commonest flop edfxtp_1, EDFF count, synth 1,024, area share, top type 77.6%, Leak Pwr between 0.01 and 0.015 uW, final total power around 4500 uW, ys flops roughly 1,000, Top cell by count, worst path mux4_2, Comb pwr share under 10%, sequential share of power between 50% and 60%, clock transition at the registers of the reported paths about 70 ps, ant diodes 0, YS chip area 39,600 um^2, max FFs per register ~1,000, most flop-heavy register ram_array, cells after synthesis about 1,600, Slew HR a little under 30%, Synth Seq Share ~78%, Clock power frac a little over two fifths, Critical-path top delay cell dfxtp_4, io pins 32, cells in synth_stat.txt 1,634, Max Clk Rate 0.103 GHz, crit path kind register to primary output, CTS Buf Count roughly 100, RSZ-0062 raised after global routing no, Area growth syn-to-layout 14.1%, number of global-route vias before repair ~20,000, hpwl dp between 50,000 and 60,000 um, antenna violations before repair 0, met1 Resource Use GR ~25%, largest area contributor in the netlist edfxtp_1, Max Fanout on Critical Path roughly 96, Largest cells by area edfxtp_1 (78%), mux4_2 (19%), nor2_1 (1.2%), Hold-fix buffers, CTS 0, P per Cell Area 99.1 nW/um^2, Async SR Flop Fraction 0%, row count around 120, # setup viols final 0, Worst Path Arrival between 5000 and 6000 ps, Switch Pwr slightly above 900 uW, setup bufs post-CTS 0, distinct lib cells 17, Routed Wire Length ~90,000 um, CTS H-tree depth 3, clk buf depth 3, largest registers ram_array x1024, Tmin final roughly 10000 ps, DRT iter0 DRCs 1,166, Data required, critical path 16,320 ps, die span in x about 320 um, vias per inst ~5.6, Clock Tree Root clkbuf_16, final-report max-slew violation count 0, Post-Syn Area approximately 40,000 um^2, crit end category primary output, met2 Resource Use GR between 30% and 40%, top-count cell post-synth edfxtp_1, Total GRT Usage around 20%, Max-Cap Viols 0, TritonRoute pass-1 iters 5, Inst Count DP just under 3,000, cycle use final a little under half, CTS tree yes, Final Non-Filler Cells about 3,100, number of cells on the worst hold path 1, top cells by count edfxtp_1 (1,024), mux4_2 (336), nor2_1 (122), CP max stage delay 760 ps, Core Util at FP 40.3%, Sw Share 20.3%, Layout Utilization between 40% and 50%, Int Power 3570 uW, chip footprint roughly 100,000 um^2, RePlAce Congestion around 0.85, largest net degree at the start of global routing roughly 97, Worst Hold Class input port to register, Yosys warning total 1, syn_area_per_cell ~24 um^2, Hold WS roughly 3900 ps, post-DR wirelength/cell between 20 and 30 um, vias post-DR 17,492, post-cts sizing count 0, clk sinks roughly 1,000, total global routing overflow 0, M3 GR Usage about 16%, worst hold start addr2[1], first-pass GRT wire length 132,000 um, Slew @ Worst Pin around 1100 ps, critical path startpoint category register, Peak supply drop approximately 0.066 mV, critical path cell sequence buf_12, buf_4, buf_4, mux4_2, mux4_2, mux4_2, mux2_2, clkdlybuf4s50_1, IO buf count 31
kinds of logic (layout without fill, tap and decap cells):
kind of cell  after synthesis  count (layout)  synth area share (%)
flops                    1031            1031                  77.9
buf+inv                    89             301                  1.01
simple gates              170             170                  1.76
mux                       344             344                  19.3
final cells by class:
class | count | area [um^2]
repair buffers | 108 | 881
multi-input cells | 514 | 8350
flip-flops and latches | 1031 | 30900
well taps | 1287 | 1610
fillers | 7790 | 53000
clock inverters | 63 | 741
clock buffers | 130 | 2750
per-stage QoR:
step | worst slack, ps | area, um^2
global placement | 11180 | 41800
CTS | 10520 | 45200
finish | 10650 | 45200
detailed placement | 11210 | 41800
global route | 10360 | 45200
floorplan | 13660 | 39600
critical path: cells and delay by family, from the launching register on:
family	cells	cell delay, ps
buf+inv	4	2160
mux	4	1870
flops	1	760
worst max path at each step:
stage | endpoint | start | slack, ps | cells past startpoint
finish | dout2[6] | register | 10650 | 8
global route | dout2[6] | register | 10360 | 8
CTS | dout2[6] | register | 10520 | 8
metal layers:
metal	vias up	wire length, um
li1	7293	-
met1	9000	29000
met2	1074	44100
met3	118	14600
met4	7	1720
met5	-	251
power by group through the flow:
stage	combinational, uW	sequential (uW)	clock, uW
6_report	207	2350	1930
5_1_grt	224	2350	2040
4_1_cts	212	2350	1960
placed cells by master, fill, tap and decap left out:
master           synthesis  routed
edfxtp_1              1024    1024
mux4_2                 336     336
nor2_1                 122     122
clkbuf_16                0     104
buf_4                   11      84
clkdlybuf4s50_1          0      23
clkbuf_1                44      21
clkinv_2                 0      19
clkinv_1                 0      17
bufinv_16                0      15
nand2_1                 14      14
nand3_1                 12      12
nor3_1                   9       9
mux2_2                   8       8
nor2b_1                  7       7
inv_6                    0       5
clkbuf_8                 0       5
dfxtp_4                  0       4
nand4_1                  3       3
dfxtp_1                  7       3
clkinvlp_4               0       3
nand2b_1                 2       2
inv_16                   0       2
or3_1                    1       1
clkinv_8                 0       1
clkinv_4                 0       1
buf_12                   0       1
Power figures rest on the tool's default switching activity, not on a simulated workload.
